File: flow/config.mk
export PLATFORM = sky130hd
export DESIGN_NAME = reg_file
export DESIGN_NICKNAME = reg_file
export VERILOG_FILES = /design/flow/design.v
export SDC_FILE = /design/flow/constraint.sdc
export NUM_CORES = 4
export LEC_CHECK = 1
export CORE_UTILIZATION = 50
File: flow/constraint.sdc
current_design reg_file

set clk_period 5.1
set clk_io_pct 0.2

create_clock -name clk0 -period $clk_period [get_ports {clk}]

set non_clock_inputs [all_inputs -no_clocks]
set_input_delay [expr $clk_period * $clk_io_pct] -clock clk0 $non_clock_inputs
set_output_delay [expr $clk_period * $clk_io_pct] -clock clk0 [all_outputs]
File: flow/design.v
module reg_file
    (
        input logic clk, rst,WE,
        input logic [4:0] rs1,rs2,rsw,
        input logic [31:0] dataW,
        output logic [31:0] data1,data2
    );
    logic [31:0]Registers[31:0];
    assign data1 = Registers[rs1];
    assign data2 = Registers[rs2];
    always_ff@(posedge clk)
    begin
        if(WE == 1'b1) Registers[rsw] <= dataW;
    end
    initial begin
        Registers[0] = 0;
    end
endmodule
File: flow/run.sh
#!/bin/bash
# OpenROAD 26Q1-2900-gdf79404cd8, Yosys 0.63+post, stock flow scripts
make -C /OpenROAD-flow-scripts/flow DESIGN_CONFIG=/design/flow/config.mk WORK_HOME=/design/flow/orfs finish
==> impl_metrics.tcl <==
# yosys + openroad results
set metrics [dict create \
    slew_viol_final 0 \
    finalCritPeriodShare_pct 94.69 \
    hp-class "in -> reg" \
    clk_pin_slew_worst_paths_ns 0.06 \
    cts_hold_buf 0 \
    die-area_sq_um 98830 \
    tightest_slew_ns 1.026 \
    fmax_ghz 0.2071 \
    syn_to_final_growth_pct 15.19 \
    rsz0062_at_grt "false" \
    worst_slack_ns 0.2709 \
    wl_per_cell_um 30.54 \
    top_regs "Registers: 1024 flops" \
    vias 31539 \
    core_sq_um 96710 \
    dp_hpwl_mm 87.93 \
    cap_violations 0 \
    floorplan.core_util_pct 50.45 \
    gp_congestion 0.9029 \
    max_slew_margin_pct 31.41 \
    routed_wl_mm 150.6 \
    antenna_found_initial 8 \
    peakVddDrop_mv 0.2689 \
    synth-edff-count 1024 \
    synthCells 3386 \
    drc_errors 0 \
    grt_start_max_net_pins 76 \
    drive_gt1_share_pct 11.43 \
    clockBufferDepth 3 \
    cp_max_fo 13 \
    die_h_um 314.4 \
    crit_required_ns 4.08 \
    finalSetupViolations 0 \
    io_pins 114 \
    area_leaders "edfxtp_1, mux2i_1, a22oi_1, a22o_1, nand3_1" \
    top_register "Registers" \
    pre_cts_slack_ns 0.3399 \
    critical_path_class "in -> out" \
    hold_violations 0 \
    portBuffers 112 \
    timing.setup.tns_ns 0 \
    cts_num_sinks 1024 \
    cts_tree "built" \
    gr-total-overflow 0 \
    outcome "completed" \
    ant_nets 0 \
    grt_util_all_layers_pct 33.66 \
    syn_avg_cell_area_sq_um 14.41 \
    p_leak_uw 0.02081 \
    netlist_top_cells_count "edfxtp_1, mux2i_1, nand2_1" \
    drt-pass1-iter-count 5 \
    crit_path_end_kind "primary output" \
    critPathLaunchType "input pin" \
    largest_register_ffs 1024 \
    ys_ff 1024 \
    power.density_nw_per_um2 341.0 \
    yosys_area_sq_um 48790 \
    die_w_um 314.4 \
    vias_per_cell 6.397 \
    grt_pass1_vias 33421 \
    synth_area_sq_um 48790 \
    fp-row-count 114 \
    route.met2.wl_mm 66.76 \
    yosysTopAreaCellShare_pct 63.03 \
    ys_types 23 \
    post_cts_resized 0 \
    routedLengthMet1_mm 52.73 \
    initialDrtViolationCount 2072 \
    highest_layer "met5" \
    arrival_ns 3.81 \
    cts-root-buf "clkbuf_16" \
    htree_levels 3 \
    async_flop_share_pct 0 \
    post_cts_buffers 0 \
    ys_warn_count 1 \
    numCtsBuffers 108 \
    period_minus_slack_ns 4.829 \
    met3WireLength_mm 25.91 \
    grt_pass1_wl_mm 217.9 \
    largest_area_cell "edfxtp_1" \
    warnings 27 \
    yosysCellCount 3386 \
    ys_seq_share_pct 63.03 \
    ff_type "edfxtp_1" \
]
-- routing by layer --
metal / up-vias / GRT usage [%]
li1: 13758 / -
met2: 2088 / 46.95
met1: 15354 / 43.58
met4: 6 / 8.727
met3: 333 / 24.87
met5: - / 1.741
-- cell usage in the layout, fill, tap and decap left out, types with 2 or more instances in the layout --
| cell type | Yosys | layout |
|---|---|---|
| clkinv_8 | 0 | 2 |
| nand3_1 | 194 | 194 |
| or3b_2 | 3 | 3 |
| and2_4 | 0 | 2 |
| clkbuf_1 | 86 | 20 |
| a21oi_1 | 192 | 192 |
| a22o_1 | 128 | 128 |
| clkbuf_16 | 0 | 111 |
| nor2_4 | 0 | 34 |
| edfxtp_1 | 1024 | 1024 |
| buf_4 | 47 | 142 |
| buf_12 | 0 | 65 |
| or2_2 | 2 | 2 |
| a31oi_1 | 64 | 64 |
| clkinv_2 | 0 | 22 |
| nand2b_2 | 0 | 4 |
| inv_6 | 0 | 2 |
| nor2b_4 | 0 | 4 |
| mux2i_1 | 1024 | 1024 |
| diode_2 | 0 | 5 |
| bufinv_16 | 0 | 14 |
| nand2_2 | 0 | 2 |
| buf_8 | 0 | 2 |
| clkinvlp_4 | 0 | 4 |
| nor3_1 | 64 | 64 |
| clkinv_1 | 0 | 20 |
| a22oi_1 | 192 | 192 |
| nand2_1 | 195 | 193 |
| nand3b_1 | 5 | 5 |
| clkdlybuf4s50_1 | 0 | 110 |
-- cell families (layout without fill, tap and decap cells) --
group / after synthesis / after routing / share of synthesized area (%)
mux: 1024 / 1024 / 21.01
flops: 1024 / 1024 / 63.03
compound gates: 576 / 576 / 8.042
simple gates: 509 / 509 / 4.714
buf+inv: 253 / 516 / 3.211
other cells: 0 / 5 / 0
-- path summary, 6_finish.rpt --
path | from | to | slack (ns) | cells after the start
worst max-delay path | rs1[3] | data1[16] | 0.27 | 7
worst min-delay path | dataW[27] | Registers[28][27] | 1.16 | 2
-- critical path, cell delays in order --
cell and delay (ns):
clkdlybuf4s50_1 0.61, nand2b_2 0.59, buf_4 0.43, a21oi_1 0.07, a31oi_1 0.31, nand3_1 0.27
clkdlybuf4s50_1 0.49
-- final cells by class --
class                      count  area [sq um]
antenna                        5         12.51
clock buffer                 131          2853
clock inverter                66         714.4
fill                        7129         40510
multi-input combinational   2109         16780
sequential                  1024         30750
tap                         1276          1597
timing repair buffer         319          3498
-- stage by stage --
stage                     power (uW)  util, %  cell area (sq um)  cells  hold slack [ns]
after global placement         11360    54.41              52620   4728            1.846
final                          19160    58.12              56200   4930            1.158
after floorplan                10540        -              48790   3386            1.119
after CTS                      19240    58.10              56190   4925            1.122
after detailed placement       11380    54.41              52620   4728            1.852
after global routing           19690    58.11              56200   4927            1.153
-- power breakdown --
group	switching (uW)	total (uW)	internal (uW)	leakage, uW
logic	1100	1830	724	0.00984
clock network	3250	7930	4670	0.00174
registers	41.2	9410	9370	0.00922
Power is estimated from default activity; no workload was simulated.
