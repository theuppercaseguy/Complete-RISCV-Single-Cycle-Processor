<file path="run.sh">
#!/bin/bash
# OpenROAD 26Q1-2900-gdf79404cd8, Yosys 0.63+post, stock flow scripts
make -C /OpenROAD-flow-scripts/flow DESIGN_CONFIG=/design/flow/config.mk WORK_HOME=/design/flow/orfs finish
</file>
<file path="config.mk">
export PLATFORM = sky130hd
export DESIGN_NAME = mux3
export DESIGN_NICKNAME = mux3
export VERILOG_FILES = /design/flow/design.v
export SDC_FILE = /design/flow/constraint.sdc
export NUM_CORES = 4
export LEC_CHECK = 1
export CORE_AREA = 10 10 70 70
export DIE_AREA = 0 0 80 80
</file>
<file path="constraint.sdc">
current_design mux3

set clk_period 4.6
set clk_io_pct 0.2

create_clock -name clk0 -period $clk_period

set non_clock_inputs [all_inputs -no_clocks]
set_input_delay [expr $clk_period * $clk_io_pct] -clock clk0 $non_clock_inputs
set_output_delay [expr $clk_period * $clk_io_pct] -clock clk0 [all_outputs]
</file>
<file path="design.v">
`timescale 1ns / 1ps
module mux3(
        input logic [31:0] a,b,c,
        input logic [1:0] s,
        output logic [31:0] d
    );
        assign d = s == 0 ? a : s == 1 ? b : s == 2 ? c : 0;  
endmodule
</file>
==> results.yml <==
# flow metrics
worst_setup_path:
  slowest_stage: "clkdlybuf4s50_1"
  critPathMaxStageDelay_ns: 0.49
  critPathMaxFanout: 17
  crit_required_ns: 3.68
  worstSetupEndpoint: "d[15]"
  endpoint_kind: "primary output"
  arrival_ns: 2.82
  critPathMostFrequentCell: "clkdlybuf4s50_1"
  criticalPathCategory: "in -> out"
  critPathLaunch: "s[1]"
  critPathLaunchType: "input pin"
  crit_chain: "clkdlybuf4s50_1 -> nor2b_4 -> buf_4 -> o2bb2ai_1 -> clkdlybuf4s50_1"
power:
  total_power_w: 0.000185
  ir_drop_mv: 0.0372
  p_per_area_nw_per_um2: 90.2
  p_leak_nw: 0.785
floorplan:
  floorplan.core_util_pct: 23.0
  die_x_um: 80
  rows: 21
  die_height_um: 80
  ios: 130
  chip_area_um2: 6400
  core_area_um2: 3420
yosys:
  ys_chip_area_um2: 787
  aoi_share_pct: 43.6
  netlist_area_um2: 787
  topCombFamilyByArea: "AND-OR/OR-AND gates"
  adder_share_pct: 0
  ys_sh_simple_pct: 1.75
  synthCells: 77
  ys_types: 8
  syn_avg_cell_area_um2: 10.2
  ys_cells: 77
  xor_share_pct: 0
  mux_area_share_pct: 40.7
  yosysWarnings: 0
  synth_seq_share_pct: 0
worst_hold_path:
  worstHoldPathType: "in -> out"
placed_design:
  hpwl_um: 4060
  io_buffer_count: 130
  globalplace.congestion: 0.848
  place_ws_ns: 0.859
sta:
  slew_headroom_pct: 67.1
  finalCriticalPeriod_ns: 3.74
  setup_viol: 0
  hold_viol_final: 0
  grt_setup_unrepaired: "false"
  finalCritPeriodShare_pct: 81.2
  slew_violations: 0
  worst_slack_ns: 0.863
  worstMarginPinSlew_ns: 0.492
  timing.fmax_mhz: 268
  setup_tns_ns: 0
route:
  dr.first_iter.drc_count: 16
  antenna_left: 0
  first_pass_iters: 2
  avgRoutedWirePerCell_um: 18.8
  viasPerCell: 4.54
  drc: 0
  num_vias: 1108
  drt_wl_total_um: 4580
  antenna_cells: 0
global_routing:
  grt_max_degree: 33
  grtUsageTotal_pct: 13.5
  grt_pass1_wl_um: 7000
  grt_overflow: 0
  antenna_found_initial: 0
  grt_pass1_vias: 1229
flow_run:
  drv_cap: 0
  warnings: 33
cells_and_area:
  num-fill-cells: 309
  design.seq.count: 0
  drive_gt1_share_pct: 7.58
  final_layout_top_logic_cells: "clkdlybuf4s50_1 (129), mux2i_1 (32), o2bb2ai_1 (22)"
  lay_top_count: "clkdlybuf4s50_1"
  area_delta_synth_final_pct: 161
  nClkBuffers: 0
  seq_area_um2: 0
clock_network:
  cts_resized: 0
  cts_setup_buffers: 0
  holdBufCountCts: 0
status:
  status: "complete, no violations"
metal layers:
layer / vias up / global-route usage [%] / wire, µm
li1: 559 / - / -
met1: 477 / 16.4 / 1770
met3: 2 / 5.00 / 540
met2: 70 / 23.0 / 2240
met4: 0 / 0.880 / 38
met5: - / 0 / 0
synth_stat cells, drive strengths merged:
library cell	instances	area [µm²]
nor2b	1	13.8
buf	10	103
mux2i	32	320
o2bb2ai	32	343
clkbuf	2	7.51
where the power goes:
part	internal (W)	switching, W	total [W]
registers	0	0	0
logic	0.000137	0.0000477	0.000185
clock network	0	0	0
total	0.000137	0.0000477	0.000185
worst min path at each step:
stage         startpoint     to  slack (ns)  depth (start not counted)
CTS                 c[8]   d[8]        2.77                          3
global route       c[21]  d[21]        2.78                          3
finish             c[21]  d[21]        2.76                          3
metrics by stage:
step | area, µm² | hold slack (ns) | utilization [%] | instances
3_3_place_gp | 2050 | 2.77 | 60.1 | 244
2_1_floorplan | 787 | 1.90 | - | 77
5_1_grt | 2050 | 2.78 | 60.1 | 244
3_5_place_dp | 2050 | 2.76 | 60.1 | 244
6_report | 2050 | 2.76 | 60.1 | 244
4_1_cts | 2050 | 2.77 | 60.1 | 244
cell type report:
type / count / area [µm²] / area share [%]
well taps: 46 / 57.6 / 2.80
repair buffers: 133 / 1320 / 64.2
multi-input cells: 65 / 677 / 33.0
critical path: cells and delay by family:
| kind | cells | cell delay [ns] |
|---|---|---|
| buf+inv | 3 | 1.28 |
| simple gates | 1 | 0.45 |
| compound gates | 1 | 0.15 |
cell families (layout without fill, tap and decap cells):
family                 after synthesis  count (layout)
muxes                               32              32
buffers and inverters               12             133
AOI/OAI and AO/OA                   32              32
and+or+nand+nor                      1               1
Power figures rest on the tool's default switching activity, not on a simulated workload.
